<file path="./config.mk">
export PLATFORM = sky130hd
export DESIGN_NAME = dcache_top
export DESIGN_NICKNAME = dcache_top
export VERILOG_FILES = /design/flow/design.v
export SDC_FILE = /design/flow/constraint.sdc
export NUM_CORES = 4
export LEC_CHECK = 1
export CORE_UTILIZATION = 40
export SYNTH_MEMORY_MAX_BITS = 65536
</file>
<file path="./constraint.sdc">
current_design dcache_top

set clk_period 97.4
set clk_io_pct 0.2

create_clock -name clk0 -period $clk_period [get_ports {clk_i}]

set non_clock_inputs [all_inputs -no_clocks]
set_input_delay [expr $clk_period * $clk_io_pct] -clock clk0 $non_clock_inputs
set_output_delay [expr $clk_period * $clk_io_pct] -clock clk0 [all_outputs]
</file>
<file path="./design.v">
module dcache_data_sram
(
	clk_i,
	addr_i,
	data_i,
	enable_i,
	write_i,
	data_o
);
input				  clk_i;
input	[4:0]		addr_i;
input	[255:0]	data_i;
input				  enable_i;
input				  write_i;
output	[255:0] 	data_o;
reg		[255:0]		memory 			[0:31];	
always@(posedge clk_i) begin
    if(enable_i && write_i) begin
		memory[addr_i]   <= data_i;
	end
end
assign 	data_o = (enable_i) ? memory[addr_i] : 256'b0;
endmodule
module dcache_tag_sram
(
	clk_i,
	addr_i,
	data_i,
	enable_i,
	write_i,
	data_o
);
input				  clk_i;
input	[4:0]		addr_i;
input	[23:0]	data_i;
input				  enable_i;
input				  write_i;
output	[23:0] 		data_o;
reg		[23:0]		memory 			[0:31];	
always@(posedge clk_i) begin
    if(enable_i && write_i) begin
		memory[addr_i]   <= data_i;
	end
end
assign 	data_o = (enable_i) ? memory[addr_i] : 24'b0;
endmodule
module dcache_top
(
	clk_i, 
	rst_i,
	mem_data_i, 
	mem_ack_i, 	
	mem_data_o, 
	mem_addr_o, 	
	mem_enable_o, 
	mem_write_o, 
	p1_data_i, 
	p1_addr_i, 	
	p1_MemRead_i, 
	p1_MemWrite_i, 
	p1_data_o, 
	p1_stall_o
);
input				clk_i; 
input				rst_i;
input	[256-1:0]	  mem_data_i; 
input				      mem_ack_i; 
output	[256-1:0]	mem_data_o; 
output	[32-1:0]	mem_addr_o; 	
output				    mem_enable_o; 
output				    mem_write_o; 
input	[32-1:0]	p1_data_i; 
input	[32-1:0]	p1_addr_i; 	
input				    p1_MemRead_i; 
input				    p1_MemWrite_i; 
output	[32-1:0]p1_data_o; 
output				  p1_stall_o; 
wire	[4:0]		  cache_sram_index;
wire				    cache_sram_enable;
wire	[23:0]		cache_sram_tag;
wire	[255:0]		cache_sram_data;
wire				    cache_sram_write;
wire	[23:0]		sram_cache_tag;
wire	[255:0]		sram_cache_data;
wire				sram_valid;
wire				sram_dirty;
parameter 			STATE_IDLE			  = 3'h0,
					      STATE_READMISS		= 3'h1,
					      STATE_READMISSOK	= 3'h2,
					      STATE_WRITEBACK		= 3'h3,
					      STATE_MISS			  = 3'h4;
reg		[2:0]		state;
reg					  mem_enable;
reg					  mem_write;
reg					  cache_we;
wire				  cache_dirty;
reg					  write_back;
wire	[4:0]		  p1_offset;
wire	[4:0]		  p1_index;
wire	[21:0]		p1_tag;
wire	[255:0]		r_hit_data;
wire	[21:0]		sram_tag;
wire				    hit;
reg		[255:0]		w_hit_data;
wire				    write_hit;
wire				    p1_req;
reg		[31:0]		p1_data;
assign 	p1_req     = p1_MemRead_i | p1_MemWrite_i;
assign	p1_offset  = p1_addr_i[4:0];
assign	p1_index   = p1_addr_i[9:5];
assign	p1_tag     = p1_addr_i[31:10];
assign	p1_stall_o = ~hit & p1_req;
assign	p1_data_o  = p1_data; 
assign	sram_valid = sram_cache_tag[23];
assign	sram_dirty = sram_cache_tag[22];
assign	sram_tag   = sram_cache_tag[21:0];
assign	cache_sram_index  = p1_index;
assign	cache_sram_enable = p1_req;
assign	cache_sram_write  = cache_we | write_hit;
assign	cache_sram_tag    = {1'b1, cache_dirty, p1_tag};	
assign	cache_sram_data   = (hit) ? w_hit_data : mem_data_i;
assign	mem_enable_o = mem_enable;
assign	mem_addr_o   = (write_back) ? {sram_tag, p1_index, 5'b0} : {p1_tag, p1_index, 5'b0};
assign	mem_data_o   = sram_cache_data;
assign	mem_write_o  = mem_write;
assign	write_hit    = hit & p1_MemWrite_i;
assign	cache_dirty  = write_hit;
assign hit = (p1_tag == sram_tag && sram_valid == 1)? 1'b1:1'b0;
assign r_hit_data = (hit)? sram_cache_data : 0;
always@(p1_offset or r_hit_data) begin
	p1_data <= hit? 
      (p1_offset == 28 ? r_hit_data[255:224]:
      p1_offset == 24 ? r_hit_data[223:192]:
      p1_offset == 20 ? r_hit_data[191:160]:
      p1_offset == 16 ? r_hit_data[159:128]:
      p1_offset == 12 ? r_hit_data[127:96]:
      p1_offset == 8  ? r_hit_data[95:64]:
      p1_offset == 4  ? r_hit_data[63:32]:
      p1_offset == 0  ? r_hit_data[31:0] : 32'b0) : 32'b0; 
end
always@(p1_offset or r_hit_data or p1_data_i) begin
   w_hit_data <= {
      p1_offset == 28 ? p1_data_i : r_hit_data[255:224],
      p1_offset == 24 ? p1_data_i : r_hit_data[223:192],
      p1_offset == 20 ? p1_data_i : r_hit_data[191:160],   
      p1_offset == 16 ? p1_data_i : r_hit_data[159:128],
      p1_offset == 12 ? p1_data_i : r_hit_data[127:96],
      p1_offset == 8 ? p1_data_i : r_hit_data[95:64],
      p1_offset == 4 ? p1_data_i : r_hit_data[63:32],
      p1_offset == 0 ? p1_data_i : r_hit_data[31:0]
   };
end
always@(posedge clk_i or negedge rst_i) begin
	if(~rst_i) begin
		state      <= STATE_IDLE;
		mem_enable <= 1'b0;
		mem_write  <= 1'b0;
		cache_we   <= 1'b0; 
		write_back <= 1'b0;
	end
	else begin
		case(state)		
			STATE_IDLE: begin
				if(p1_req && !hit) begin	 
					state <= STATE_MISS;
				end
				else begin
					state <= STATE_IDLE;
				end
			end
			STATE_MISS: begin
				if(sram_dirty) begin		 
               mem_enable <= 1'b1;
               mem_write  <= 1'b1;
               write_back <= 1'b1;
					state <= STATE_WRITEBACK;
				end
				else begin					 
               mem_enable <= 1'b1;
               mem_write  <= 1'b0;
               write_back <= 1'b0;
					state <= STATE_READMISS;
				end
			end
			STATE_READMISS: begin
				if(mem_ack_i) begin			 
               cache_we   <= 1'b1; 
               mem_enable <= 1'b0;
               mem_write <= 1'b0;
               state <= STATE_READMISSOK;
				end
				else begin
					state <= STATE_READMISS;
				end
			end
			STATE_READMISSOK: begin			 
               cache_we <= 1'b0;
               state <= STATE_IDLE;
			end
			STATE_WRITEBACK: begin
				if(mem_ack_i) begin			 
               write_back <= 1'b0;
               mem_enable <= 1'b1;
               mem_write <= 1'b0;
               state <= STATE_READMISS;
				end
				else begin
					state <= STATE_WRITEBACK;
				end
			end
		endcase
	end
end
dcache_tag_sram dcache_tag_sram
(
	.clk_i(clk_i),
	.addr_i(cache_sram_index),
	.data_i(cache_sram_tag),
	.enable_i(cache_sram_enable),
	.write_i(cache_sram_write),
	.data_o(sram_cache_tag)
);
dcache_data_sram dcache_data_sram
(
	.clk_i(clk_i),
	.addr_i(cache_sram_index),
	.data_i(cache_sram_data),
	.enable_i(cache_sram_enable),
	.write_i(cache_sram_write),
	.data_o(sram_cache_data)
);
endmodule
</file>
<file path="./run.sh">
#!/bin/bash
# OpenROAD 26Q1-2900-gdf79404cd8, Yosys 0.63+post, stock flow scripts
make -C /OpenROAD-flow-scripts/flow DESIGN_CONFIG=/design/flow/config.mk WORK_HOME=/design/flow/orfs finish
</file>
==> metrics.csv <==
metric,value,unit
outcome,completed,
CTS H-tree depth,6,
clk sink count,8937,
vias in the first global route,191000,
power density cells,20.7,mW/mm²
CP Cell Sequence,"buf_16, buf_4, buf_4, buf_4, buf_4, buf_4, buf_4, buf_4, mux4_2, a22o_1, a221oi_1, a31oi_1, buf_4, a22oi_1, buf_4, nand3_1, a22oi_2, buf_4, a211oi_1, clkdlybuf4s50_1",
max cap viols,0,
"area leader, netlist",edfxtp_1,
Most common cell on crit path,buf_4,
Leak,123,nW
worst-case vdd ir drop,16.3,µV
input/output buffers,642,
num rows,339,
endpoints failing hold,0,
GRT Total Usage,29.3,%
Critical Path Max Stage Delay,1190,ps
Die W,928,µm
setup_tns,0,ps
final std cells w/o fill,29200,
initial antenna violation count,138,
first-pass GRT wire length,1560000,µm
Post-synth ARST share,0.101,%
top cells by count,"8,928 x edfxtp_1, 2,116 x mux4_2, 558 x a22oi_1",
routed length per placed instance,39.1,µm
f_max,20.9,MHz
DIE AREA,0.861,mm²
synthesis warning total,3,
synthesized area,0.343,mm²
WS Path Type,in2out,
"Area growth, synth to finish",15.7,%
Num CTS Buffers,870,
Syn Inst Count,15100,
fp util,40.2,%
Cells after DPL,27200,
Unique cell types,56,
Critical Path Fanout Max,72,
Clk Tree Root Cell,clkbuf_16,
layout cells sized above 1,26.8,%
CP max stage cell,a22oi_2,
CTS tree,done,
Hold WC Path Type,reg2reg,
number of cells in Yosys stat,15100,
routed wire length,1140000,µm
core area,0.853,mm²
postcts setup bufs,0,
cts hold-fix bufs,0,
detailed-router iteration count before antenna repair,6,
clk ins delay skew pair,1240,ps
"Seq share, synth",78.2,%
CP Capture Type,output port,
DR DRC count,0,
top-count cell post-synth,edfxtp_1,
"Min Clock Period, post-route",47850,ps
post-CTS sizing,0,
post-DP HPWL,678000,µm
Crit path max-delay family,buffers and inverters,
Startpoint Class,input port,
DR vias,174000,
Post-synth top flop,edfxtp_1,
CP arrival,28370,ps
"Period Utilization, post-route",49.1,%
"Clk pin slew, worst setup/hold paths",60,ps
Mapped Avg Cell Area,22.8,µm²
Worst EP required,77920,ps
Max Clock Skew,86.9,ps
GRT overflow,0,
clk buf depth,4,
Final Setup Violations,0,
Worst Tran Pin Value,1440,ps
die extent in y,928,µm
Post-synth EDFFs,8928,
Seq cells post-synth,8937,
Routed Antenna Nets,0,
I/O Pins,648,
"top cells, area","edfxtp_1 78%, mux4_2 14%, a22oi_1 1.2%, mux2i_1 0.76%, a221oi_1 0.69%",
RSZ-0062 raised after global routing,no,
Crit path buffers/inverters,12,
Top cell area share,78.1,%
max_slew headroom,4.06,%
OpenROAD warning count,27,
"Slew Viols, Final",0,
Avg Vias per Cell,5.96,
DRT iter0 DRCs,13100,
post-synth area from yosys stat,0.343,mm²
largest net degree at the start of global routing,96,
Final Wtd Congestion,0.888,
[final timing paths]
path / slack, ps / cells past startpoint / start / to
worst max-delay path: 49550 / 20 / p1_addr_i[5] / p1_data_o[20]
worst min register to register: 470 / 2 / state[0]$_DFF_PN1_ / state[0]$_DFF_PN1_
min in group asynchronous: 18560 / 1 / rst_i / mem_write$_DFFE_PN0P_
worst max register to register: 90430 / 16 / dcache_tag_sram.memory[19][14]$_DFFE_PP_ / dcache_data_sram.memory[11][137]$_DFFE_PP_
max in group asynchronous: 78520 / 1 / rst_i / state[0]$_DFF_PN1_
worst min-delay path: 470 / 2 / state[0]$_DFF_PN1_ / state[0]$_DFF_PN1_
[worst min-delay path: cells and delay by family (launching register included)]
family,cells,cell delay [ps]
DFF,1,370
AOI/OAI and AO/OA,1,60
buffers and inverters,1,40
[sequential cells by signal, indices dropped and copies added, names as in the netlist]
signal	count
mem_write	1
mem_enable	1
write_back	1
cache_we	1
state	5
dcache_data_sram.memory	8192
dcache_tag_sram.memory	736
[layout make-up]
cell class	instances	area, µm²
antenna	376	941
multi-input combinational	5196	70900
fill	68900	456000
sequential	8937	268000
tap	11400	14300
clock inverter	516	5490
timing repair buffer	1650	14300
inverter	7	26.3
clock buffer	1086	22700
[stage by stage]
stage | utilization (%) | hold WS, ps | power, W | worst slack, ps | cell area (µm²)
5_1_grt | 46.5 | 493 | 0.00842 | 49010 | 397000
3_3_place_gp | 43.1 | 461 | 0.00494 | 49300 | 368000
3_5_place_dp | 43.1 | 463 | 0.00494 | 49430 | 368000
4_1_cts | 46.4 | 473 | 0.00824 | 49400 | 396000
6_report | 46.5 | 473 | 0.00821 | 49550 | 397000
2_1_floorplan | - | 441 | 0.00468 | 55350 | 343000
[power by group]
part | total [W] | switching, W | internal (W)
Sequential | 0.00430 | 0.0000115 | 0.00429
Clock | 0.00334 | 0.00147 | 0.00187
Combinational | 0.000563 | 0.000371 | 0.000192
[cell families (layout without fill, tap and decap cells)]
family / Yosys count / in the layout / synth area share, %
compound gates: 1542 / 1542 / 3.42
xor+xnor: 22 / 22 / 0.0562
buf+inv: 937 / 3259 / 1.29
flops: 8937 / 8937 / 78.2
mux: 2760 / 2760 / 15.9
other cells: 1 / 381 / 0.00109
simple gates: 867 / 867 / 1.11
[metal layers]
layer  GRT usage, %  vias up  routed length (µm)
met5           5.35        -                4530
met4           14.4      127               72900
met3           27.6     2240              250000
met2           39.4    15400              505000
met1           30.0    87600              310000
li1               -    68700                   -
[placed cells by master (no fill, tap or decap), types with 16 or more instances in the layout]
| master | n |
|---|---|
| clkbuf_16 | 874 |
| and3_1 | 83 |
| bufinv_16 | 80 |
| o22ai_1 | 150 |
| clkinv_2 | 161 |
| mux2i_1 | 260 |
| nor3_2 | 34 |
| mux2_1 | 188 |
| buf_2 | 25 |
| clkinv_16 | 31 |
| a31oi_2 | 20 |
| buf_4 | 977 |
| clkbuf_1 | 207 |
| clkinv_1 | 189 |
| a31oi_1 | 158 |
| a221oi_1 | 271 |
| buf_12 | 33 |
| a22o_1 | 255 |
| clkdlybuf4s50_1 | 611 |
| diode_2 | 376 |
| mux2_2 | 196 |
| a22oi_1 | 553 |
| edfxtp_1 | 8928 |
| clkinvlp_4 | 23 |
| xnor2_1 | 16 |
| nor2_1 | 163 |
| o31ai_1 | 33 |
| o21ai_0 | 42 |
| nand2_1 | 498 |
| mux4_2 | 2116 |
Power and IR drop assume default switching activity.
