[flow/config.mk]
export PLATFORM = sky130hd
export DESIGN_NAME = Data_Memory
export DESIGN_NICKNAME = Data_Memory
export VERILOG_FILES = /design/flow/design.v
export SDC_FILE = /design/flow/constraint.sdc
export NUM_CORES = 4
export LEC_CHECK = 1
export CORE_UTILIZATION = 40
[flow/constraint.sdc]
current_design Data_Memory

set clk_period 10.0
set clk_io_pct 0.2

create_clock -name clk0 -period $clk_period [get_ports {clk_i}]

set non_clock_inputs [all_inputs -no_clocks]
set_input_delay [expr $clk_period * $clk_io_pct] -clock clk0 $non_clock_inputs
set_output_delay [expr $clk_period * $clk_io_pct] -clock clk0 [all_outputs]
[flow/design.v]
module Data_Memory
(
   clk_i,
	address_i,
	Memory_write_i,
	Memory_read_i,
	write_data_i,
	read_data_o
);
input             clk_i;
input	   [31:0]	address_i;
input	            Memory_write_i;
input	            Memory_read_i;
input	   [31:0]	write_data_i;
output	[31:0]	read_data_o;
reg		[7:0]	memory	[0:31];
assign read_data_o = (Memory_read_i) ? {memory[address_i+3], memory[address_i+2], memory[address_i+1], memory[address_i]} : 32'b0;
always@(posedge clk_i) begin
   if(Memory_write_i) begin
      memory[address_i] <= write_data_i[7:0]; 
      memory[address_i+1] <= write_data_i[15:8];
      memory[address_i+2] <= write_data_i[23:16];
      memory[address_i+3] <= write_data_i[31:24];
   end
end
endmodule
[flow/run.sh]
#!/bin/bash
# OpenROAD 26Q1-2900-gdf79404cd8, Yosys 0.63+post, stock flow scripts
make -C /OpenROAD-flow-scripts/flow DESIGN_CONFIG=/design/flow/config.mk WORK_HOME=/design/flow/orfs finish
==> impl_metrics.env <==
# flow metrics
export IMPL_wire_length_of_the_first_global_routing_pass_microns=162000
export IMPL_fp_util_pct=40.5
export IMPL_power_density_cell_area_nw_per_um2=121
export IMPL_syn_cell_area_sq_um=26200
export IMPL_grt_start_max_net_pins=102
export IMPL_cp_cell_sequence="buf_8, clkinv_1, ha_1, xor2_2, buf_4, mux4_2, a21oi_1, nor2_1, nor4_1, clkdlybuf4s50_1"
export IMPL_cts_resized=0
export IMPL_setup_repair_after_global_routing_missed_its_margin="false"
export IMPL_layout_cells_non_filler=3112
export IMPL_fmax_ghz=0.120
export IMPL_netlist_instances=2309
export IMPL_async_s_r_ff_share_synth_pct=0
export IMPL_share_of_final_layout_standard_cells_stronger_than_drive_strength_1_pct=35.0
export IMPL_synthToLayoutAreaGrowth_pct=8.26
export IMPL_start_kind="primary input"
export IMPL_grt_antenna_before_repair=4
export IMPL_crit_path_max_incr_delay_ns=0.61
export IMPL_largest_reg_flops=256
export IMPL_yosys_cell_count=2309
export IMPL_whs_ns=2.16
export IMPL_synth_seq_cells=256
export IMPL_critical_path_peak_fanout=67
export IMPL_synth_cells_most_frequent="mux2_2, nand2_1, mux2i_1"
export IMPL_worst_path_buf_inv=4
export IMPL_run_status="completed"
export IMPL_tritoncts="yes"
export IMPL_die_size_x_microns=258
export IMPL_post_synth_top_area_cell="edfxtp_1"
export IMPL_place_congestion=1.07
export IMPL_residual_drc_count=0
export IMPL_setup_tns_final_ns=0
export IMPL_cts_htree_levels=1
export IMPL_avgRoutedWirePerCell_microns=37.1
export IMPL_ys_seq_share_pct=29.4
export IMPL_cts_path_max_buffers=3
export IMPL_hold_path_startpoint="write_data_i[25]"
export IMPL_post_layout_instance_area_sq_um=28300
export IMPL_timing_final_crit_period_ns=8.36
export IMPL_synth_yosys_chip_area_sq_um=26200
export IMPL_layout_top_registers="memory x256"
export IMPL_tool_warnings=61
export IMPL_design_portCount=99
export IMPL_first_global_vias=20900
export IMPL_maxSlewViolCount=0
export IMPL_post_dp_cell_area_sq_um=27400
export IMPL_track_usage_pct=36.6
export IMPL_worst_slew_margin_rel_pct=30.6
export IMPL_yosysTopAreaCellShare_pct=29.4
export IMPL_worst_ep_arrival_time_ns=6.36
export IMPL_synth_distinct_cells=85
export IMPL_static_leakage_power_nw=9.20
export IMPL_placed_cells_incl_taps=3055
export IMPL_hold_path_end="memory[1][1]"
export IMPL_top_cells_by_area="edfxtp_1, mux4_2, mux2_2"
export IMPL_dp_hpwl_microns=78000
export IMPL_drt_vias_per_instance=7.00
export IMPL_post_cts_setup_buffers=0
export IMPL_global_route_overflow_total=0
export IMPL_cpLargestDelayFamily="buffers and inverters"
export IMPL_critPathLaunch="address_i[0]"
export IMPL_tritoncts_num_buffers=30
export IMPL_postCtsHoldBufs=0
export IMPL_antenna_violating_nets_left=0
export IMPL_io_buffers=71
export IMPL_critical_path_data_required_time_ns=8.00
export IMPL_number_of_enable_flip_flop_cells=256
export IMPL_drt_pass1_iterations=6
export IMPL_leading_register_cell_type_out_of_synthesis="edfxtp_1"
export IMPL_core_sq_um=64600
export IMPL_syn_avg_cell_area_sq_um=11.3
export IMPL_regMostFlops="memory"
export IMPL_cts_root_buf="clkbuf_16"
export IMPL_holdPathStages=4
export IMPL_setup_worst_path_end_class="output port"
export IMPL_vdd_drop_max_mv=0.128
export IMPL_hold_path_class="in2reg"
export IMPL_register_clock_pin_slew_on_the_reported_worst_setup_and_hold_paths_ns=0.06
export IMPL_worst_slew_pin_slew_ns=1.04
export IMPL_floorplan_die_height_microns=258
export IMPL_chip_area_sq_um=66500
export IMPL_tritoncts_sinks=256
export IMPL_final_setup_viol_count=0
export IMPL_worstSetupPathType="in2out"
export IMPL_drv_cap=0
export IMPL_synth_top_cell_by_count="mux2_2"
export IMPL_hold_violations=0
export IMPL_vias=21800
export IMPL_rows=93
export IMPL_dr_first_iter_drc_count=2219
export IMPL_postRouteWirelength_microns=116000
export IMPL_critical_path_slowest_stage_cell="nor4_1"
export IMPL_final_clock_period_utilization_by_the_worst_path_pct=83.6
export IMPL_yosys_warnings=1
-- per-layer routing --
layer | part of all wire (%) | routed length [microns] | GRT usage (%)
met5 | 0.074 | 86 | 1.21
met1 | 37 | 42400 | 49.5
met3 | 16 | 18300 | 21.1
met4 | 4.6 | 5360 | 11.5
met2 | 43 | 49400 | 51.2
-- cell type report --
cell class	instances	area [sq um]
fillers	5790	36200
flip-flops and latches	256	7690
well taps	855	1070
clock inverters	20	129
inverters	7	26.3
multi-input cells	1778	17300
diodes	3	7.51
clock buffers	34	787
repair buffers	159	1380
-- power breakdown --
group | switching, mW | internal, mW | total [mW]
logic | 0.604 | 0.427 | 1.03
clock network | 0.467 | 0.584 | 1.05
registers | 0.0866 | 1.26 | 1.35
total | 1.16 | 2.27 | 3.43
-- worst max-delay path by stage --
stage,end,slack (ns),depth (start not counted)
after global routing,read_data_o[26],1.32,10
final,read_data_o[26],1.64,10
after CTS,read_data_o[26],1.62,10
-- placed cells by master, fill, tap and decap left out, types with 7 or more instances in the layout --
cell type and instances:
a211oi_1 20, a21oi_1 28, a221oi_1 10, a22oi_1 7, a31oi_1 12, a32oi_1 10
and2b_1 8, and3_1 10, buf_2 8, buf_4 85, clkbuf_16 31, clkdlybuf4s50_1 61
clkinv_1 10, edfxtp_1 256, mux2_2 308, mux2i_1 257, mux4_2 256, nand2_1 279
nand3_1 39, nand3b_1 8, nor2_1 71, nor2_2 14, nor2b_1 14, nor3_1 21
nor3_2 12, o21ai_0 173, o21ai_1 47, o21ai_2 12, o22ai_1 8, o31ai_1 17
or3_1 8, or4_1 12
-- through the flow --
step                worst slack (ns)  power, mW  util (%)
floorplan                       3.12       1.94         -
global placement                1.66       2.35      42.5
detailed placement              1.63       2.36      42.5
CTS                             1.62       3.40      43.9
global route                    1.32       3.51      43.9
finish                          1.64       3.43      43.9
-- kinds of logic after synthesis --
| kind of cell | share of synthesized area [%] |
|---|---|
| adders and majority gates | 0.382 |
| AOI/OAI and AO/OA | 9.63 |
| xor gates and xnor gates | 0.693 |
| DFF | 29.4 |
| and+or+nand+nor | 9.80 |
| muxes | 45.2 |
| buffers and inverters | 4.92 |
Power is estimated from default activity; no workload was simulated.
